==> ./design.v <==
`timescale 1ns/1ns
module elevator_controller(
    input wire clk,  
    input wire rst,  
    input wire [3:0] f_req,  
    input wire [3:0] c_req,  
    output reg [3:0] request,  
    output reg [1:0] current_floor,  
    output reg direction,  
    output reg door_open  
);
localparam [3:0] IDLE_0 = 4'b0000,
                     IDLE_1 = 4'b0001,
                     IDLE_2 = 4'b0010,
                     IDLE_3 = 4'b0011,
                     MOVE_UP = 4'b0100,
                     MOVE_DOWN = 4'b0101,
                     OPEN_DOOR_0 = 4'b0110,
                     OPEN_DOOR_1 = 4'b0111,
                     OPEN_DOOR_2 = 4'b1000,
                     OPEN_DOOR_3 = 4'b1001;
    reg [3:0] state, next_state;
    reg [3:0] next_request;
always @(posedge clk or posedge rst) begin
        if (rst) begin
            state <= IDLE_0;
            request <= 4'b0000;
            current_floor <= 2'b00;
            direction <= 1'b1;
            door_open <= 1'b0;
        end else begin
            state <= next_state;
            request <= next_request;
        end
    end
always @(posedge clk) begin
        if (!rst) begin
            case (state)
                MOVE_UP: begin
                    current_floor <= current_floor + 2'b01;
                    door_open <= 1'b0;
                    direction <= 1'b1;
                end
                MOVE_DOWN: begin
                    current_floor <= current_floor - 2'b01;
                    door_open <= 1'b0;
                    direction <= 1'b0;
                end
                OPEN_DOOR_0: door_open <= 1'b1;
                OPEN_DOOR_1: door_open <= 1'b1;
                OPEN_DOOR_2: door_open <= 1'b1;
                OPEN_DOOR_3: door_open <= 1'b1;
                IDLE_0, IDLE_1, IDLE_2, IDLE_3: door_open <= 1'b0;
                default: ;
            endcase
        end
    end
wire [3:0] new_requests = f_req | c_req;
always @(*) begin
        next_request = request | new_requests;
        case (state)
            OPEN_DOOR_0: next_request = request & ~(4'b0001);
            OPEN_DOOR_1: next_request = request & ~(4'b0010);
            OPEN_DOOR_2: next_request = request & ~(4'b0100);
            OPEN_DOOR_3: next_request = request & ~(4'b1000);
            default: next_request = request | new_requests;
        endcase
    end
wire any_requests = |request;
wire up_req_exists = ((request[1] && (current_floor < 2'b01)) ||
                          (request[2] && (current_floor < 2'b10)) ||
                          (request[3] && (current_floor < 2'b11)));
wire down_req_exists = ((request[2] && (current_floor > 2'b10)) ||
                            (request[1] && (current_floor > 2'b01)) ||
                            (request[0] && (current_floor > 2'b00)));
always @(*) begin
    next_state = state;
        case (state)
            IDLE_0: begin
                if (!any_requests) next_state = IDLE_0;
                else if (request[0]) next_state = OPEN_DOOR_0;
                else if (direction && up_req_exists) next_state = MOVE_UP;
                else if (!direction && down_req_exists) next_state = MOVE_DOWN;
                else if (direction && !up_req_exists && down_req_exists) next_state = MOVE_DOWN;
                else if (!direction && !down_req_exists && up_req_exists) next_state = MOVE_UP;
            end
            IDLE_1: begin
                if (!any_requests) next_state = IDLE_1;
                else if (request[1]) next_state = OPEN_DOOR_1;
                else if (direction && up_req_exists) next_state = MOVE_UP;
                else if (!direction && down_req_exists) next_state = MOVE_DOWN;
                else if (direction && !up_req_exists && down_req_exists) next_state = MOVE_DOWN;
                else if (!direction && !down_req_exists && up_req_exists) next_state = MOVE_UP;
            end
            IDLE_2: begin
                if (!any_requests) next_state = IDLE_2;
                else if (request[2]) next_state = OPEN_DOOR_2;
                else if (direction && up_req_exists) next_state = MOVE_UP;
                else if (!direction && down_req_exists) next_state = MOVE_DOWN;
                else if (direction && !up_req_exists && down_req_exists) next_state = MOVE_DOWN;
                else if (!direction && !down_req_exists && up_req_exists) next_state = MOVE_UP;
            end
            IDLE_3: begin
                if (!any_requests) next_state = IDLE_3;
                else if (request[3]) next_state = OPEN_DOOR_3;
                else if (direction && up_req_exists) next_state = MOVE_UP;
                else if (!direction && down_req_exists) next_state = MOVE_DOWN;
                else if (direction && !up_req_exists && down_req_exists) next_state = MOVE_DOWN;
                else if (!direction && !down_req_exists && up_req_exists) next_state = MOVE_UP;
            end
            MOVE_UP: begin
                case (current_floor+1)
                    2'b00: next_state = IDLE_0;
                    2'b01: next_state = IDLE_1;
                    2'b10: next_state = IDLE_2;
                    2'b11: next_state = IDLE_3;
                endcase
            end
            MOVE_DOWN: begin
                case (current_floor-1)
                    2'b00: next_state = IDLE_0;
                    2'b01: next_state = IDLE_1;
                    2'b10: next_state = IDLE_2;
                    2'b11: next_state = IDLE_3;
                endcase
            end
            OPEN_DOOR_0: next_state = IDLE_0;
            OPEN_DOOR_1: next_state = IDLE_1;
            OPEN_DOOR_2: next_state = IDLE_2;
            OPEN_DOOR_3: next_state = IDLE_3;
            default: next_state = IDLE_0;
        endcase
    end
endmodule
==> ./run.sh <==
#!/bin/bash
# OpenROAD 26Q1-2900-gdf79404cd8, Yosys 0.63+post, stock flow scripts
make -C /OpenROAD-flow-scripts/flow DESIGN_CONFIG=/design/flow/config.mk WORK_HOME=/design/flow/orfs finish
==> ./config.mk <==
export PLATFORM = sky130hd
export DESIGN_NAME = elevator_controller
export DESIGN_NICKNAME = elevator_controller
export VERILOG_FILES = /design/flow/design.v
export SDC_FILE = /design/flow/constraint.sdc
export NUM_CORES = 4
export LEC_CHECK = 1
export CORE_AREA = 10 10 85 85
export DIE_AREA = 0 0 95 95
==> ./constraint.sdc <==
current_design elevator_controller

set clk_period 2.4
set clk_io_pct 0.2

create_clock -name clk0 -period $clk_period [get_ports {clk}]

set non_clock_inputs [all_inputs -no_clocks]
set_input_delay [expr $clk_period * $clk_io_pct] -clock clk0 $non_clock_inputs
set_output_delay [expr $clk_period * $clk_io_pct] -clock clk0 [all_outputs]
==> changes_impl.md <==
### Implementation results

* Outcome: complete, no violations
* Adder-Cell Fraction of Synth Area at 0%
* Num Clock Sinks at 13
* Lkg Pwr at 0.0003803 uW
* Clock root cell: clkbuf_8
* Startpoint Class: flop
* Antenna violations before repair at 0
* Worst Max-Slew Pin Slew at 0.5262 ns
* Clock Pin Slew Worst Setup and Hold Paths at 0.05 ns
* Worst-Skew Late Latency at 0.23 ns
* Met2 track demand over resource at 5.206%
* Max-capacitance violation count at 0
* Signed area change from the synthesized netlist to the final layout at 41.01%
* Hold Violations, Final at 0
* Cell Count, Final, Fillers Out at 141
* Met1 Usage GRT at 3.350%
* Drt first-iter violations at 12
* TNS Setup at 0 ns
* Top non-seq family: simple AND/OR/NAND/NOR gates
* Die height at 95 um
* Std cell rows at 27
* Max Transition Viols Final at 0
* Via count of the first global-routing pass at 454
* Most crowded layer after global routing: met2
* Fmax at 607.0 MHz
* I/O pin cnt at 18
* Vias after detailed routing at 435
* Aggregate routed wire length at 1352 um
* Sequential share of the synthesized area at 55.18%
* Met3 layer usage reported by global route at 1.362%
* Number of instances in the synthesized netlist at 54
* Number of cells in the yosys synthesis report at 54
* Distinct lib cells at 15
* Floorplan core area at 5473 sq um
* Switching Fraction at 18.05%
* Number of optimization iterations in the first detailed-route pass at 3
* Detail Placement HPWL at 1076 um
* Chip area in the Yosys report at 591.8 sq um
* Arrival time of data at the critical path endpoint at 1.17 ns
* Final setup margin at 0.7525 ns
* Fraction of power consumed by the clock network at 43.8%
* Antenna Cells at 0
* Congestion Overflow GR at 0
* Horizontal die dimension at 95 um
* Internal power summed over all cells at 349.2 uW
* Netlist area before placement at 591.8 sq um
* Setup repair after global routing missed its margin: false
* CP bufs+invs at 1
* Biggest fanout along the worst timing path at 6
* Switching power at 76.93 uW
* Path type of the worst setup path: flop to primary output
* Routed length per placed instance at 9.589 um
* Slew margin rel. at 64.65%
* Total routing resource utilization after global routing at 3.031%
* Share of the clock period used by the worst path at 68.65%
* Share of the core filled with cells in the final layout at 15.25%
* Number of gates resized after cts at 0
* Hold bufs inserted after CTS at 0
* Number of instances in the placed design at 137
* Crit path max-delay cell type: clkdlybuf4s50_1
* Type of the most critical hold path: flop to flop
* Post-synthesis simple-gate area fraction at 22.83%
* Largest incremental delay on the critical path at 0.50 ns
* Final setup violation count at 0
* Largest buffer count on any clock path at 2
* Routability cong. at 0.7410
* Vias per inst at 3.085
* Cell Pwr Density at 510.6 nW/um^2
* Top Family by Delay on Critical Path: buffers and inverters
* Setup slack of the most critical reg-to-reg path at 1.20 ns
* Post-CTS Setup Bufs at 0
* Clock tree from TritonCTS: yes
* Max VDD drop at 0.0001492 V
* Pre-CTS setup slack at 0.9972 ns
* Yosys warns at 9
* Ys flops at 13
* Portion of netlist area occupied by mux cells at 0%
* Maximum number of pins on one net before global-route repair at 14
* Num CTS Buffers at 3
* Critical path data required time at 1.92 ns
* Global-route wire length before repair at 2201 um
* Remaining DRCs at 0
* Yosys xor share at 0%
* Effective utilization at floorplan at 10.81%
* Number of logged tool warnings at 25
* Synthesized area per cell at 10.96 sq um
* Antenna-violating nets left at 0
* Share of final-layout standard cells stronger than drive strength 1 at 10.14%
* Complex-gate fraction of the synthesized area at 12.47%
* Sequential Power Share at 51.5%
* Time the worst path needs with I/O delays and setup at 1.648 ns
* Level count of the clock H-tree at 1
* Share of total power in combinational logic at 4.7%
* Quantity of I/O buffers inserted on ports at 13
* Type of destination of the critical path: primary output
* Total die area at 9025 sq um
* Cell breakdown of the critical path: clkdlybuf4s50_1
* Final Skew at 0.001508 ns
Yosys cell counts:
cell      instances  share of area (%)
a211o_1           1                1.5
nor4b_1           4                5.9
dfrtp_1          12                 51
nor3_1            5                4.2
dfstp_2           1                4.4
a31o_2            1                1.5
nand2b_1          4                4.2
or3_1             4                4.2
and2_1            4                4.2
conb_1            2                1.3
a211oi_1          4                5.1
a21o_2            2                3.0
a41oi_1           1                1.5
inv_1             5                3.2
buf_4             4                5.1
power by group through the flow:
stage | combinational [uW] | sequential [uW] | clock (uW)
after CTS | 21.0 | 219 | 193
after global routing | 22.1 | 219 | 208
final | 19.9 | 220 | 187
path summary, 6_finish.rpt:
| path | start | to | cells past startpoint |
|---|---|---|---|
| hold reg to reg | state[2] | state[5] | 1 |
| hold / removal | state[2] | state[5] | 1 |
| max in group asynchronous | rst | state[0] | 2 |
| setup reg to reg | state[6] | request[2] | 2 |
| setup / recovery | request[1] | request[1] | 1 |
| min in group asynchronous | rst | state[2] | 2 |
metrics by stage:
stage	cell area, sq um	power, uW	hold WS [ns]
after floorplan	599.3	231.3	0.3562
after global placement	789.5	244.3	0.4210
after detailed placement	789.5	244.2	0.4319
after CTS	834.6	433.8	0.4441
after global routing	834.6	449.9	0.4602
final	834.6	426.1	0.4418
layout by cell type, fill, tap and decap left out:
cell             synthesis  routed
a211oi_1                 4       4
a21o_2                   2       2
clkbuf_1                 0       1
nor4b_1                  4       4
inv_1                    5       5
dfstp_2                  1       1
nand2b_1                 4       4
dfrtp_1                 12      12
and2_1                   4       4
a31o_2                   1       1
clkdlybuf4s50_1          0      13
or3_1                    4       4
nor3_1                   5       5
a41oi_1                  1       1
clkbuf_8                 0       3
a211o_1                  1       1
conb_1                   2       4
layer usage:
metal  share of wire (%)  wire [um]
met1                  40        535
met2                  53        713
met3                 6.7         90
met4                0.89         12
met5                   0          0
cell type report:
class | instances | area [sq um]
Sequential cell | 13 | 326.6
Inverter | 5 | 18.77
Tap cell | 72 | 90.09
Fill cell | 616 | 4638
Multi-Input combinational cell | 34 | 224.0
Timing Repair Buffer | 13 | 130.1
Clock buffer | 4 | 45.04
logic make-up after synthesis:
group | after synthesis
compound gates | 9
buf+inv | 9
flops | 13
other cells | 2
simple gates | 21
flip-flops by register name, summed over array words and instances (netlist names):
name / count
state: 9
request: 4
Power figures rest on the tool's default switching activity, not on a simulated workload.
